--- flow/config.mk ---
export PLATFORM = sky130hd
export DESIGN_NAME = CurBuffer_highBW
export DESIGN_NICKNAME = CurBuffer_highBW
export VERILOG_FILES = /design/flow/design.v
export SDC_FILE = /design/flow/constraint.sdc
export NUM_CORES = 4
export LEC_CHECK = 1
export CORE_AREA = 10 10 364 364
export DIE_AREA = 0 0 374 374
--- flow/constraint.sdc ---
current_design CurBuffer_highBW

set clk_period 8.5
set clk_io_pct 0.2

create_clock -name clk0 -period $clk_period [get_ports {clk}]

set non_clock_inputs [all_inputs -no_clocks]
set_input_delay [expr $clk_period * $clk_io_pct] -clock clk0 $non_clock_inputs
set_output_delay [expr $clk_period * $clk_io_pct] -clock clk0 [all_outputs]
--- flow/design.v ---
module CurBuffer_highBW (
    input               clk         ,
    input               rst         ,
    input               en          ,
    input               next_block  ,  
    input       [ 63:0] cur_in      ,  
    output wire [511:0] cur_out     ,  
    output reg  [ 31:0] cur_mem_addr
);
    reg [63:0] row_0;
    reg [63:0] row_1;
    reg [63:0] row_2;
    reg [63:0] row_3;
    reg [63:0] row_4;
    reg [63:0] row_5;
    reg [63:0] row_6;
    reg [63:0] row_7;
    assign cur_out = {row_7, row_6, row_5, row_4,
        row_3, row_2, row_1, row_0};
    reg       read_en ;
    reg [2:0] read_cnt;
    always @(posedge clk) begin
        if (rst) begin
            read_en      <= 0;
            read_cnt     <= 0;
            cur_mem_addr <= 0;
        end
        else if(en) begin
            case ({next_block, read_en, read_cnt})
                5'b10000 : begin
                    read_en      <= 1;
                    cur_mem_addr <= cur_mem_addr + 8;
                end
                5'b01000 : begin
                    read_cnt     <= read_cnt + 1;
                    cur_mem_addr <= cur_mem_addr + 8;
                    row_0        <= cur_in;
                end
                5'b01001 : begin
                    read_cnt     <= read_cnt + 1;
                    cur_mem_addr <= cur_mem_addr + 8;
                    row_1        <= cur_in;
                end
                5'b01010 : begin
                    read_cnt     <= read_cnt + 1;
                    cur_mem_addr <= cur_mem_addr + 8;
                    row_2        <= cur_in;
                end
                5'b01011 : begin
                    read_cnt     <= read_cnt + 1;
                    cur_mem_addr <= cur_mem_addr + 8;
                    row_3        <= cur_in;
                end
                5'b01100 : begin
                    read_cnt     <= read_cnt + 1;
                    cur_mem_addr <= cur_mem_addr + 8;
                    row_4        <= cur_in;
                end
                5'b01101 : begin
                    read_cnt     <= read_cnt + 1;
                    cur_mem_addr <= cur_mem_addr + 8;
                    row_5        <= cur_in;
                end
                5'b01110 : begin
                    read_cnt     <= read_cnt + 1;
                    cur_mem_addr <= cur_mem_addr + 8;
                    row_6        <= cur_in;
                end
                5'b01111 : begin
                    read_en  <= 0;
                    read_cnt <= read_cnt + 1;
                    row_7    <= cur_in;
                end
                default : ;
            endcase
        end
    end
endmodule
--- flow/run.sh ---
#!/bin/bash
# OpenROAD 26Q1-2900-gdf79404cd8, Yosys 0.63+post, stock flow scripts
make -C /OpenROAD-flow-scripts/flow DESIGN_CONFIG=/design/flow/config.mk WORK_HOME=/design/flow/orfs finish
==> Slide: Implementation Results <==
Physical Implementation Snapshot

Pwr
  – Leakage: between 8 and 9 nW
  – P_int: between 0.004 and 0.005 W
  – Combinational power share: 1.9%
  – Power Dens Cells: 203 mW/mm²
  – Net Switching: 0.00113 W
  – Max IR drop VDD: 0.180 mV
  – Switching share of power: around 20%
  – Sequential power share: between 50 and 60%
  – Clock Power Share: 45.0%

Timing
  – Fin. Hold Viols: 0
  – Tcrit/Tclk final: a little under half
  – Clock skew: 16.3 ps
  – Relative slew slack: 48.3%
  – Hold WS: 552 ps
  – RSZ-0062 raised after global routing: false
  – Least-Margin Pin Slew: roughly 780 ps
  – Peak Freq: 257 MHz
  – Min Tclk post-route: 3890 ps
  – Setup violations, final: 0
  – Setup TNS: 0 ps
  – Pins over their slew limit: 0

Placed design
  – Dpl cells: 2968
  – Port buffer count: a little over 600
  – Gp weighted congestion: roughly 0.83
  – Post-DP HPWL: 44300 µm

Logic synthesis
  – Seq share, synth: 92.8%
  – Most common reg cell: edfxtp_1
  – Ys cells: 726
  – Number of enable flip-flop cells: 512
  – Post-synthesis cell area: 0.0173 mm²
  – Synth Area per Inst: 23.8 µm²
  – YS warnings: 1
  – Synth Instances: 726
  – Yosys stat chip area: 0.0173 mm²
  – Distinct cells, synth: 36
  – Async S/R FF share, synth: 0%
  – Synthesized registers: 545

Cells and area
  – Final cell count without fillers: 3081
  – Most common logic cell in the routed design: clkdlybuf4s50_1
  – Share of cells above drive strength 1: 8.05%
  – Syn-to-layout area delta: 58.3%
  – Flop area: 0.0160 mm²
  – Top Layout Cells: clkdlybuf4s50_1 (608), edfxtp_1 (512), clkbuf_16 (60)
  – Logic area: approximately 0.0012 mm²
  – Fill cell count: 12.8k

Floorplanning
  – Fp util: ~14%
  – Die ar.: 0.140 mm²
  – Boundary pin count: 612
  – FP Rows: 129
  – Die W: 374 µm
  – Core area: about 0.12 mm²
  – Die height: 374 µm

Clock network
  – Clk Latency, worst-skew pair: approximately 640 ps
  – Postcts setup bufs: 0
  – CTS Root Cell: clkbuf_16
  – Clock sinks: 545
  – CTS tree: yes
  – Cts bufs inserted: around 58
  – H-tree depth: 2
  – Post-CTS Resized: 0
  – Clock Pin Slew Worst Setup and Hold Paths: 60 ps
  – Hold buffer count at CTS: 0
  – Clock Tree Buf Depth: 3

Drt
  – Final ANT Viol Nets: 0
  – WL final: 61200 µm
  – DRT iter0 DRCs: approximately 540
  – DR pass1 iterations: 4
  – Routed length per instance: 19.8 µm
  – Via count: ~9.6k
  – # DRC: 0
  – Routed vias/inst: 3.10

Critical path
  – Crit path DRT: just under 9000 ps
  – Setup crit end kind: flip-flop
  – CP Class: in2reg
  – Crit Path Max Fanout: 38
  – Reg2reg setup slack: 5870 ps
  – Worst path arrival time: about 4200 ps
  – Crit start category: primary input

Global routing
  – Congestion Overflow GR: 0
  – Largest net degree at the start of global routing: between 40 and 50
  – Initial antenna violation count: 10
  – First-pass GRT wire length: 83600 µm
  – All-Layer GR Usage: 8.63%
  – Vias in the first global route: between 10k and 15k

Run
  – Max-capacitance violation count: 0
  – Tool Warnings: 28

Outcome
  – Outcome: completed

Hold path
  – Worst Hold Class: reg2reg
-- power groups by stage --
stage	combinational (W)	clock, W	sequential, W
global route	0.000117	0.00269	0.00294
finish	0.000107	0.00250	0.00294
CTS	0.000110	0.00259	0.00294
-- path summary, 6_finish.rpt --
check                                startpoint         endpoint  cells past startpoint
worst max-delay path                        rst        row_2[16]                      5
worst min-delay path            cur_mem_addr[4]  cur_mem_addr[4]                      2
worst max register to register          read_en        row_2[16]                      4
worst min register to register  cur_mem_addr[4]  cur_mem_addr[4]                      2
-- metrics by stage --
| stage | power [W] | utilization [%] | setup WS [ps] | cell area [µm²] |
|---|---|---|---|---|
| global route | 0.00575 | 22.0 | 4490 | 27300 |
| global placement | 0.00311 | 20.5 | 3970 | 25400 |
| floorplan | 0.00301 | - | 4410 | 17300 |
| CTS | 0.00564 | 22.0 | 4640 | 27300 |
| finish | 0.00554 | 22.0 | 4610 | 27300 |
| detailed placement | 0.00311 | 20.5 | 3940 | 25400 |
-- flip-flops by register name, summed over array words and instances (netlist names) --
name,flops
row_1,64
row_7,64
row_2,64
read_cnt,3
row_5,64
row_6,64
row_0,64
row_4,64
row_3,64
cur_mem_addr,29
read_en,1
-- cell usage after synthesis (2+ instances only) --
cell | count | area, µm²
nand3_1 | 13 | 65.1
nand3b_1 | 2 | 15.0
nand2_1 | 11 | 41.3
a211oi_1 | 13 | 97.6
buf_4 | 4 | 30.0
nand4_1 | 5 | 31.3
a2111oi_2 | 7 | 105
nor3_1 | 2 | 10.0
and4_1 | 3 | 26.3
xnor2_1 | 30 | 263
dfxtp_1 | 33 | 661
clkbuf_1 | 8 | 30.0
a2111oi_4 | 2 | 55.1
a21oi_1 | 6 | 30.0
edfxtp_1 | 512 | 15400
or3_1 | 2 | 12.5
ha_1 | 5 | 62.6
nor2_1 | 33 | 124
inv_1 | 7 | 26.3
and2_1 | 10 | 62.6
buf_2 | 3 | 15.0
-- critical path, cell delays in order --
cell and delay (ps):
clkdlybuf4s50_1 400, buf_4 260, nor3_1 440, and2_4 530, buf_4 690
-- layer usage --
metal  track usage (%)  wire length [µm]  vias up
met1              9.55             21600     4611
met3              6.55             10300       97
met5                 0                27        -
met2              13.1             27400      638
met4              2.10              1810        4
li1                  -                 -     4203
-- area by class of cell --
cell class	instances	share of cell area (%)
well taps	1637	7.49
inverters	7	0.0961
multi-input cells	160	4.26
flip-flops and latches	545	58.6
repair buffers	619	22.6
diodes	3	0.0275
clock inverters	34	1.15
clock buffers	76	5.78
-- cell families after synthesis --
| family | synth area share [%] |
|---|---|
| DFF | 92.8 |
| and+or+nand+nor | 2.56 |
| AOI/OAI and AO/OA | 2.04 |
| xor gates and xnor gates | 1.52 |
| buffers and inverters | 0.608 |
| adders and majority gates | 0.362 |
| other | 0.0217 |
| muxes | 0.0580 |
Power is estimated from default activity; no workload was simulated.
