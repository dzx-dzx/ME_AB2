$ cat flow/constraint.sdc
current_design CurBuffer

set clk_period 165.2
set clk_io_pct 0.2

create_clock -name clk0 -period $clk_period [get_ports {clk}]

set non_clock_inputs [all_inputs -no_clocks]
set_input_delay [expr $clk_period * $clk_io_pct] -clock clk0 $non_clock_inputs
set_output_delay [expr $clk_period * $clk_io_pct] -clock clk0 [all_outputs]
$ cat flow/config.mk
export PLATFORM = sky130hd
export DESIGN_NAME = CurBuffer
export DESIGN_NICKNAME = CurBuffer
export VERILOG_FILES = /design/flow/design.v
export SDC_FILE = /design/flow/constraint.sdc
export NUM_CORES = 4
export LEC_CHECK = 1
export CORE_UTILIZATION = 30
$ cat flow/run.sh
#!/bin/bash
# OpenROAD 26Q1-2900-gdf79404cd8, Yosys 0.63+post, stock flow scripts
make -C /OpenROAD-flow-scripts/flow DESIGN_CONFIG=/design/flow/config.mk WORK_HOME=/design/flow/orfs finish
$ cat flow/design.v
module CurBuffer (
    input               clk       ,
    input               rst       ,
    input               en        ,
    input               next_block,  
    input       [ 31:0] cur_in    ,  
    output wire [511:0] cur_out   ,  
    output reg          read_en
);
    reg [511:0] buffer_0;
    reg [511:0] buffer_1;
    reg [3:0] buffer_addr     ;
    reg [8:0] buffer_addr_late;
    reg       half       ;
    reg       at_inter   ;
    reg [2:0] inter_state;
    reg cold_boot;
    reg read_en_late;
    reg [63:0] out_row_1;
    reg [63:0] out_row_2;
    reg [63:0] out_row_3;
    reg [63:0] out_row_4;
    reg [63:0] out_row_5;
    reg [63:0] out_row_6;
    reg [63:0] out_row_7;
    reg [63:0] out_row_8;
    assign cur_out = {out_row_8, out_row_7, out_row_6, out_row_5,
        out_row_4, out_row_3, out_row_2, out_row_1};
    always @(posedge clk) begin
        if (rst) begin
            buffer_addr <= 0;
            cold_boot   <= 1;
            read_en     <= 0;
        end
        else if (en) begin
            if (next_block || cold_boot) begin
                buffer_addr <= 0;
                cold_boot   <= 0;
                read_en     <= 1;
            end
            else if (read_en) begin
                if (buffer_addr == 15)
                    read_en <= 0;
                else
                    buffer_addr <= buffer_addr + 1;
            end
            else;
        end
        else ;
    end
    always @(posedge clk) begin
        if (rst) begin
            buffer_addr_late <= 0;
            read_en_late     <= 0;
        end
        else begin
            buffer_addr_late <= buffer_addr << 5;
            read_en_late     <= read_en;
        end
    end
    always @(posedge clk) begin
        if (rst) begin
            half        <= 0;
            at_inter    <= 0;
            inter_state <= 0;
        end
        else if (en) begin
            if (next_block || cold_boot) begin
                half     <= ~half;
                at_inter <= 1;
            end
            else if (at_inter) begin
                if (inter_state == 6) begin
                    at_inter    <= 0;
                    inter_state <= 0;
                end
                else
                    inter_state <= inter_state + 1;
            end
            else;
        end
    end
    always @(posedge clk) begin
        if (!rst) begin
            if(en) begin
                if (at_inter) begin
                    case ({half, inter_state})
                        4'b0000 : begin
                            out_row_1 <= buffer_0[63 : 0];
                            out_row_2 <= buffer_1[127 : 64];
                            out_row_3 <= buffer_1[191 : 128];
                            out_row_4 <= buffer_1[255 : 192];
                            out_row_5 <= buffer_1[319 : 256];
                            out_row_6 <= buffer_1[383 : 320];
                            out_row_7 <= buffer_1[447 : 384];
                            out_row_8 <= buffer_1[511 : 448];
                        end
                        4'b0001 : begin
                            out_row_1 <= buffer_0[63 : 0];
                            out_row_2 <= buffer_0[127 : 64];
                            out_row_3 <= buffer_1[191 : 128];
                            out_row_4 <= buffer_1[255 : 192];
                            out_row_5 <= buffer_1[319 : 256];
                            out_row_6 <= buffer_1[383 : 320];
                            out_row_7 <= buffer_1[447 : 384];
                            out_row_8 <= buffer_1[511 : 448];
                        end
                        4'b0010 : begin
                            out_row_1 <= buffer_0[63 : 0];
                            out_row_2 <= buffer_0[127 : 64];
                            out_row_3 <= buffer_0[191 : 128];
                            out_row_4 <= buffer_1[255 : 192];
                            out_row_5 <= buffer_1[319 : 256];
                            out_row_6 <= buffer_1[383 : 320];
                            out_row_7 <= buffer_1[447 : 384];
                            out_row_8 <= buffer_1[511 : 448];
                        end
                        4'b0011 : begin
                            out_row_1 <= buffer_0[63 : 0];
                            out_row_2 <= buffer_0[127 : 64];
                            out_row_3 <= buffer_0[191 : 128];
                            out_row_4 <= buffer_0[255 : 192];
                            out_row_5 <= buffer_1[319 : 256];
                            out_row_6 <= buffer_1[383 : 320];
                            out_row_7 <= buffer_1[447 : 384];
                            out_row_8 <= buffer_1[511 : 448];
                        end
                        4'b0100 : begin
                            out_row_1 <= buffer_0[63 : 0];
                            out_row_2 <= buffer_0[127 : 64];
                            out_row_3 <= buffer_0[191 : 128];
                            out_row_4 <= buffer_0[255 : 192];
                            out_row_5 <= buffer_0[319 : 256];
                            out_row_6 <= buffer_1[383 : 320];
                            out_row_7 <= buffer_1[447 : 384];
                            out_row_8 <= buffer_1[511 : 448];
                        end
                        4'b0101 : begin
                            out_row_1 <= buffer_0[63 : 0];
                            out_row_2 <= buffer_0[127 : 64];
                            out_row_3 <= buffer_0[191 : 128];
                            out_row_4 <= buffer_0[255 : 192];
                            out_row_5 <= buffer_0[319 : 256];
                            out_row_6 <= buffer_0[383 : 320];
                            out_row_7 <= buffer_1[447 : 384];
                            out_row_8 <= buffer_1[511 : 448];
                        end
                        4'b0110 : begin
                            out_row_1 <= buffer_0[63 : 0];
                            out_row_2 <= buffer_0[127 : 64];
                            out_row_3 <= buffer_0[191 : 128];
                            out_row_4 <= buffer_0[255 : 192];
                            out_row_5 <= buffer_0[319 : 256];
                            out_row_6 <= buffer_0[383 : 320];
                            out_row_7 <= buffer_0[447 : 384];
                            out_row_8 <= buffer_1[511 : 448];
                        end
                        4'b1000 : begin
                            out_row_1 <= buffer_1[63 : 0];
                            out_row_2 <= buffer_0[127 : 64];
                            out_row_3 <= buffer_0[191 : 128];
                            out_row_4 <= buffer_0[255 : 192];
                            out_row_5 <= buffer_0[319 : 256];
                            out_row_6 <= buffer_0[383 : 320];
                            out_row_7 <= buffer_0[447 : 384];
                            out_row_8 <= buffer_0[511 : 448];
                        end
                        4'b1001 : begin
                            out_row_1 <= buffer_1[63 : 0];
                            out_row_2 <= buffer_1[127 : 64];
                            out_row_3 <= buffer_0[191 : 128];
                            out_row_4 <= buffer_0[255 : 192];
                            out_row_5 <= buffer_0[319 : 256];
                            out_row_6 <= buffer_0[383 : 320];
                            out_row_7 <= buffer_0[447 : 384];
                            out_row_8 <= buffer_0[511 : 448];
                        end
                        4'b1010 : begin
                            out_row_1 <= buffer_1[63 : 0];
                            out_row_2 <= buffer_1[127 : 64];
                            out_row_3 <= buffer_1[191 : 128];
                            out_row_4 <= buffer_0[255 : 192];
                            out_row_5 <= buffer_0[319 : 256];
                            out_row_6 <= buffer_0[383 : 320];
                            out_row_7 <= buffer_0[447 : 384];
                            out_row_8 <= buffer_0[511 : 448];
                        end
                        4'b1011 : begin
                            out_row_1 <= buffer_1[63 : 0];
                            out_row_2 <= buffer_1[127 : 64];
                            out_row_3 <= buffer_1[191 : 128];
                            out_row_4 <= buffer_1[255 : 192];
                            out_row_5 <= buffer_0[319 : 256];
                            out_row_6 <= buffer_0[383 : 320];
                            out_row_7 <= buffer_0[447 : 384];
                            out_row_8 <= buffer_0[511 : 448];
                        end
                        4'b1100 : begin
                            out_row_1 <= buffer_1[63 : 0];
                            out_row_2 <= buffer_1[127 : 64];
                            out_row_3 <= buffer_1[191 : 128];
                            out_row_4 <= buffer_1[255 : 192];
                            out_row_5 <= buffer_1[319 : 256];
                            out_row_6 <= buffer_0[383 : 320];
                            out_row_7 <= buffer_0[447 : 384];
                            out_row_8 <= buffer_0[511 : 448];
                        end
                        4'b1101 : begin
                            out_row_1 <= buffer_1[63 : 0];
                            out_row_2 <= buffer_1[127 : 64];
                            out_row_3 <= buffer_1[191 : 128];
                            out_row_4 <= buffer_1[255 : 192];
                            out_row_5 <= buffer_1[319 : 256];
                            out_row_6 <= buffer_1[383 : 320];
                            out_row_7 <= buffer_0[447 : 384];
                            out_row_8 <= buffer_0[511 : 448];
                        end
                        4'b1110 : begin
                            out_row_1 <= buffer_1[63 : 0];
                            out_row_2 <= buffer_1[127 : 64];
                            out_row_3 <= buffer_1[191 : 128];
                            out_row_4 <= buffer_1[255 : 192];
                            out_row_5 <= buffer_1[319 : 256];
                            out_row_6 <= buffer_1[383 : 320];
                            out_row_7 <= buffer_1[447 : 384];
                            out_row_8 <= buffer_0[511 : 448];
                        end
                        default :
                            {out_row_8, out_row_7, out_row_6, out_row_5,
                                out_row_4, out_row_3, out_row_2, out_row_1} <= 0;
                    endcase
                end
                else begin
                    case (half)
                        1'b0 : begin
                            out_row_1 <= buffer_0[63 : 0];
                            out_row_2 <= buffer_0[127 : 64];
                            out_row_3 <= buffer_0[191 : 128];
                            out_row_4 <= buffer_0[255 : 192];
                            out_row_5 <= buffer_0[319 : 256];
                            out_row_6 <= buffer_0[383 : 320];
                            out_row_7 <= buffer_0[447 : 384];
                            out_row_8 <= buffer_0[511 : 448];
                        end
                        1'b1 : begin
                            out_row_1 <= buffer_1[63 : 0];
                            out_row_2 <= buffer_1[127 : 64];
                            out_row_3 <= buffer_1[191 : 128];
                            out_row_4 <= buffer_1[255 : 192];
                            out_row_5 <= buffer_1[319 : 256];
                            out_row_6 <= buffer_1[383 : 320];
                            out_row_7 <= buffer_1[447 : 384];
                            out_row_8 <= buffer_1[511 : 448];
                        end
                    endcase
                end
            end
        end
    end
    always @ (posedge clk) begin
        if (rst) begin
            buffer_0 <= 0;
            buffer_1 <= 0;
        end
        else if (read_en_late)
            case (half)
                1'b0 : begin
                    buffer_1[buffer_addr_late+0]  <= cur_in[0];
                    buffer_1[buffer_addr_late+1]  <= cur_in[1];
                    buffer_1[buffer_addr_late+2]  <= cur_in[2];
                    buffer_1[buffer_addr_late+3]  <= cur_in[3];
                    buffer_1[buffer_addr_late+4]  <= cur_in[4];
                    buffer_1[buffer_addr_late+5]  <= cur_in[5];
                    buffer_1[buffer_addr_late+6]  <= cur_in[6];
                    buffer_1[buffer_addr_late+7]  <= cur_in[7];
                    buffer_1[buffer_addr_late+8]  <= cur_in[8];
                    buffer_1[buffer_addr_late+9]  <= cur_in[9];
                    buffer_1[buffer_addr_late+10] <= cur_in[10];
                    buffer_1[buffer_addr_late+11] <= cur_in[11];
                    buffer_1[buffer_addr_late+12] <= cur_in[12];
                    buffer_1[buffer_addr_late+13] <= cur_in[13];
                    buffer_1[buffer_addr_late+14] <= cur_in[14];
                    buffer_1[buffer_addr_late+15] <= cur_in[15];
                    buffer_1[buffer_addr_late+16] <= cur_in[16];
                    buffer_1[buffer_addr_late+17] <= cur_in[17];
                    buffer_1[buffer_addr_late+18] <= cur_in[18];
                    buffer_1[buffer_addr_late+19] <= cur_in[19];
                    buffer_1[buffer_addr_late+20] <= cur_in[20];
                    buffer_1[buffer_addr_late+21] <= cur_in[21];
                    buffer_1[buffer_addr_late+22] <= cur_in[22];
                    buffer_1[buffer_addr_late+23] <= cur_in[23];
                    buffer_1[buffer_addr_late+24] <= cur_in[24];
                    buffer_1[buffer_addr_late+25] <= cur_in[25];
                    buffer_1[buffer_addr_late+26] <= cur_in[26];
                    buffer_1[buffer_addr_late+27] <= cur_in[27];
                    buffer_1[buffer_addr_late+28] <= cur_in[28];
                    buffer_1[buffer_addr_late+29] <= cur_in[29];
                    buffer_1[buffer_addr_late+30] <= cur_in[30];
                    buffer_1[buffer_addr_late+31] <= cur_in[31];
                end
                1'b1 : begin
                    buffer_0[buffer_addr_late+0]  <= cur_in[0];
                    buffer_0[buffer_addr_late+1]  <= cur_in[1];
                    buffer_0[buffer_addr_late+2]  <= cur_in[2];
                    buffer_0[buffer_addr_late+3]  <= cur_in[3];
                    buffer_0[buffer_addr_late+4]  <= cur_in[4];
                    buffer_0[buffer_addr_late+5]  <= cur_in[5];
                    buffer_0[buffer_addr_late+6]  <= cur_in[6];
                    buffer_0[buffer_addr_late+7]  <= cur_in[7];
                    buffer_0[buffer_addr_late+8]  <= cur_in[8];
                    buffer_0[buffer_addr_late+9]  <= cur_in[9];
                    buffer_0[buffer_addr_late+10] <= cur_in[10];
                    buffer_0[buffer_addr_late+11] <= cur_in[11];
                    buffer_0[buffer_addr_late+12] <= cur_in[12];
                    buffer_0[buffer_addr_late+13] <= cur_in[13];
                    buffer_0[buffer_addr_late+14] <= cur_in[14];
                    buffer_0[buffer_addr_late+15] <= cur_in[15];
                    buffer_0[buffer_addr_late+16] <= cur_in[16];
                    buffer_0[buffer_addr_late+17] <= cur_in[17];
                    buffer_0[buffer_addr_late+18] <= cur_in[18];
                    buffer_0[buffer_addr_late+19] <= cur_in[19];
                    buffer_0[buffer_addr_late+20] <= cur_in[20];
                    buffer_0[buffer_addr_late+21] <= cur_in[21];
                    buffer_0[buffer_addr_late+22] <= cur_in[22];
                    buffer_0[buffer_addr_late+23] <= cur_in[23];
                    buffer_0[buffer_addr_late+24] <= cur_in[24];
                    buffer_0[buffer_addr_late+25] <= cur_in[25];
                    buffer_0[buffer_addr_late+26] <= cur_in[26];
                    buffer_0[buffer_addr_late+27] <= cur_in[27];
                    buffer_0[buffer_addr_late+28] <= cur_in[28];
                    buffer_0[buffer_addr_late+29] <= cur_in[29];
                    buffer_0[buffer_addr_late+30] <= cur_in[30];
                    buffer_0[buffer_addr_late+31] <= cur_in[31];
                end
            endcase
        else ;
    end
endmodule
==> changes_impl.md <==
### Changed

- Status: complete, no violations
- Final hold vios: 0
- Slew headroom: 35.5%
- FF-to-FF End: out_row_6[35]
- Final ANT Viol Nets: 0
- Crit path capture: out_row_3[23]
- Die Span X: roughly 460 um
- Drt first pass iters: 30
- Die area: 216,000 um2
- Synth area leaders: dfxtp_1 (32%), edfxtp_1 (24%), a22oi_1 (12%)
- Setup TNS: 0 ps
- Comb. cell area: ~25,000 um2
- GPL Wtd Cong: 0.888
- IO Port Bufs: roughly 550
- Max Clk Rate: 0.0283 GHz
- Path type of the worst setup path: primary input to flop
- Ys async rst share: 0%
- Setup violators final: 0
- Sink Count: 1,552
- DP Wirelength: 152,000 um
- Max-cap check violation count: 0
- EDFF count, synth: 512
- FF-to-FF Start: half
- First-pass GRT wire length: 358,000 um
- Share of post-route cells with drive strength above 1: 10.8%
- CTS clk-pin slew, worst paths: about 50 ps
- Reg2Reg Depth: 7
- Critical Path Max Stage Delay: about 670 ps
- Leakage: 25.9 nW
- Worst setup startpoint: en
- Worst Path Required: between 150,000 and 200,000 ps
- CTS tree: built
- Critical Path End Type: flop
- Hold_buf cts: 0
- Cycle use final: a little over a fifth
- Yosys stat chip area: around 64,000 um2
- Via count: 52,200
- FF+latch area: about 36,000 um2
- CTS Buf Count: about 170
- Initial drt markers: 4,991
- RSZ-0062 raised after global routing: no
- Yosys Instances: ~6,000
- Synth flops: 1,552
- Remaining Overflow, GRT: 0
- Starting Density: a little under a third
- Longest Clk Path Bufs: 3
- Crit path launch type: primary input
- Pre-CTS WS: 128,990 ps
- CP most frequent cell: buf_4
- Root Buffer: clkbuf_16
- Residual DRC: 0
- Largest net degree at the start of global routing: roughly 160
- Max Fanout on Critical Path: ~50
- Post-synthesis cell area: between 60,000 and 70,000 um2
- Top cell excl fill/tap: nor2_1
- Fillers: ~20,000
- Tool Warnings: 36
- Biggest area consumer among synthesized cells: dfxtp_1
- Chip height: around 460 um
- H-tree depth: 4
- Vias per inst: 5.69
- Max-area cell share: roughly 32%
- Worst VDD drop: ~0.012 mV
- CP top delay family: buffers and inverters
- Layout Skew: between 30 and 40 ps
- Post-Syn Instances: approximately 6,000
- Worst Hold Class: flop to flop
- Yosys warning count: 1
- I/O pin cnt: 549
- Critical Path AT: 35,800 ps
- Post-cts sizing count: 0
- All-Layer GR Usage: a little under a quarter
- Post-route setup slack: roughly 130,000 ps
- Power density cells: ~11 nW/um2
- Core area: 212,000 um2
- Post-Route WL: ~250,000 um
- Crit path cell chain: clkdlybuf4s50_1 -> inv_1 -> nor2_4 -> buf_4 -> buf_4 -> buf_4
- Initial antenna violation count: 20
- Rows: ~170
- Final hold slack: just under 500 ps
- Primary FF master, synth: dfxtp_1
- Routed length per instance: between 20 and 30 um
- # Post-CTS Setup Buffers: 0
- WP depth: 6
- Final worst path period need: between 30,000 and 40,000 ps
- Worst skew pair latency: 840 ps
- Worst Tran Pin Value: slightly below 1000 ps
- Worst reg2reg setup slack: 160,850 ps
- Layout overhead on the synthesized area: 20.9%
- Vias in the first global route: roughly 49,000
- Buffers & Inverters on Critical Path: 5
- Critical-path top delay cell: buf_4
- Syn avg cell area: between 10 and 15 um2
- Final Max Slew Viols: 0
- Yosys cell types: 77
- Most frequent cells in the layout: nor2_1 (1,248), a22oi_1 (1,053), dfxtp_1 (1,036), clkdlybuf4s50_1 (516), edfxtp_1 (512)
- Seq share, synth: a little under three fifths
## Yosys cell counts (6+ instances only)
| cell | count |
|---|---|
| mux2i_1 | 328 |
| buf_6 | 23 |
| ha_1 | 8 |
| edfxtp_1 | 512 |
| a221oi_1 | 396 |
| nor2_1 | 1267 |
| nor2_2 | 10 |
| a221oi_2 | 40 |
| inv_1 | 9 |
| o21ai_1 | 36 |
| buf_4 | 34 |
| a22o_1 | 69 |
| a22oi_1 | 1053 |
| buf_1 | 18 |
| a21oi_2 | 41 |
| o32ai_1 | 64 |
| buf_2 | 232 |
| o21ai_0 | 59 |
| nand2_1 | 62 |
| and2_1 | 39 |
| a21oi_1 | 56 |
| a221o_1 | 64 |
| nand2b_1 | 12 |
| nor3_1 | 7 |
| nand3b_1 | 6 |
| nor2b_1 | 14 |
| clkbuf_1 | 419 |
| dfxtp_1 | 1040 |
| nand3_1 | 20 |
| and3_1 | 6 |
## routing by layer
| metal | track usage [%] | share of wire (%) | routed length [um] |
|---|---|---|---|
| met5 | 0 | 0.016 | 41 |
| met4 | 10.6 | 5.3 | 13600 |
| met3 | 11.3 | 13 | 33400 |
| met2 | 32.4 | 42 | 107000 |
| met1 | 32.4 | 39 | 100000 |
## worst min-delay path by stage
stage / start / endpoint / slack, ps / cells after the start
CTS: buffer_1[32] / buffer_1[32] / 480 / 2
global route: buffer_1[480] / buffer_1[480] / 510 / 2
finish: buffer_1[32] / buffer_1[32] / 480 / 2
## stage by stage
step,area (um2),std cells,power [mW],utilization [%]
2_1_floorplan,64200,6021,0.454,-
6_report,77600,9184,0.880,36.5
4_1_cts,77500,9172,0.887,36.5
5_1_grt,77600,9178,0.907,36.5
3_5_place_dp,71500,8853,0.484,33.7
3_3_place_gp,71500,8853,0.484,33.7
## kinds of logic (layout without fill, tap and decap cells)
family	after synthesis	after routing	share of synthesized area (%)
other	0	12	0
AND-OR/OR-AND	1911	1911	23.7
adder cells (fa/ha/maj)	8	8	0.156
AND/OR/NAND/NOR	1480	1480	9.33
buffers and inverters	738	1068	5.24
multiplexers	330	330	5.15
XOR/XNOR	2	2	0.0273
flip-flops	1552	1552	56.4
## state kept, by name, indices dropped and copies added, names as in the netlist
signal,count
read_en,1
out_row_1,64
half,1
cold_boot,1
out_row_5,64
out_row_7,64
read_en_late,1
out_row_6,64
out_row_4,64
inter_state,3
at_inter,1
buffer_1,512
buffer_addr_late,4
out_row_2,64
buffer_0,512
out_row_3,64
out_row_8,64
buffer_addr,4
## final cells by class
| class | count | area share (%) |
|---|---|---|
| diodes | 12 | 0.0387 |
| clock buffers | 218 | 6.04 |
| clock inverters | 101 | 1.69 |
| inverters | 11 | 0.0694 |
| multi-input cells | 3731 | 32.2 |
| flip-flops and latches | 1552 | 46.7 |
| well taps | 2821 | 4.55 |
| repair buffers | 738 | 8.77 |
## worst register-to-register path, delay by kind of cell, from the launching register on
kind	cells	cell delay (ps)
AOI/OAI and AO/OA	2	720
DFF	1	800
buffers and inverters	3	2220
and+or+nand+nor	2	380
## power breakdown
part	switching, mW	total (mW)	internal (mW)
registers	0.00399	0.406	0.402
logic	0.0471	0.0704	0.0233
clock network	0.165	0.404	0.238
No activity file was given, so power comes from the tool's default toggle rates.
